**design/flow/run.sh**
```bash
#!/bin/bash
# OpenROAD 26Q1-2900-gdf79404cd8, Yosys 0.63+post, stock flow scripts
make -C /OpenROAD-flow-scripts/flow DESIGN_CONFIG=/design/flow/config.mk WORK_HOME=/design/flow/orfs finish
```
**design/flow/config.mk**
```make
export PLATFORM = sky130hd
export DESIGN_NAME = bootloader
export DESIGN_NICKNAME = bootloader
export VERILOG_FILES = /design/flow/design.v
export SDC_FILE = /design/flow/constraint.sdc
export NUM_CORES = 4
export LEC_CHECK = 1
export CORE_AREA = 10 10 98 98
export DIE_AREA = 0 0 108 108
```
**design/flow/constraint.sdc**
```tcl
current_design bootloader

set clk_period 3.7
set clk_io_pct 0.2

create_clock -name clk0 -period $clk_period [get_ports {clk}]
create_clock -name clk1 -period $clk_period [get_ports {ftdi_clk}]

set non_clock_inputs [all_inputs -no_clocks]
set_input_delay [expr $clk_period * $clk_io_pct] -clock clk0 $non_clock_inputs
set_output_delay [expr $clk_period * $clk_io_pct] -clock clk0 [all_outputs]
```
**design/flow/design.v**
```verilog
`timescale 1ns / 1ps
module bootloader(
	clk  			 ,
	fpga_done  	 ,
	fpga_bl_clk   ,
	fpga_bl_data   ,
	fpga_init_b   ,
	fpga_program_b   ,
	ftdi_clk   ,
	ftdi_data   ,
	dbg,
	ftdi_rxf_n   ,
	ftdi_rd_n   ,
	ftdi_gpio_0   ,
	ftdi_gpio_1 ,
	cnt_bit_debug
    );
input clk  			 ,
	fpga_done  	 ,
	ftdi_clk   ,
	ftdi_rxf_n   ,
	ftdi_gpio_0   ,
	ftdi_gpio_1 ;
input [11:0] ftdi_data;
output dbg;
output ftdi_rd_n;
output [2:0]cnt_bit_debug;
output fpga_bl_clk;
output fpga_bl_data;
output fpga_program_b;
input fpga_init_b;
parameter BUS_CLK = 100;
parameter WPS = 256; 
parameter BUS_CLK_PRESCALER =  WPS/8;
parameter BUS_CLK_HALF_PRESCALER =  BUS_CLK_PRESCALER/2;
reg dbg_buffer = 0;
reg ftdi_rd_n_buffer = 1;
reg fpga_bl_clk_buffer = 0;
reg fpga_bl_data_buffer = 0;
reg [10:0] cnt_words = 0;
reg [4:0] cnt_debounce = 0;
reg [2:0] cnt_bit = 7;
reg fpga_program_b_buffer;
reg fpga_init_b_buffer = 'bz;
assign dbg = fpga_program_b_buffer;
assign fpga_bl_clk = fpga_bl_clk_buffer;
assign fpga_bl_data = fpga_bl_data_buffer;
assign ftdi_rd_n = ftdi_rd_n_buffer;
assign fpga_program_b = fpga_program_b_buffer;
assign cnt_bit_debug = cnt_bit;
reg prev_gpio_0 = 0;
always @ (posedge clk)
		fpga_program_b_buffer = !(ftdi_gpio_0&&ftdi_gpio_1);
always @ (posedge ftdi_clk)
	begin
		if (ftdi_gpio_0==1) begin
			if(ftdi_rxf_n == 1)begin
				ftdi_rd_n_buffer = 1;
			end
			if(ftdi_rd_n_buffer == 0) begin
				if(cnt_debounce == 0)begin
					fpga_bl_clk_buffer = 0;
					fpga_bl_data_buffer = ftdi_data[cnt_bit];
					cnt_bit = cnt_bit-1;
				end else if(cnt_debounce == BUS_CLK_HALF_PRESCALER)begin
					fpga_bl_clk_buffer = 1;
				end else if(cnt_debounce == BUS_CLK_PRESCALER-1)begin
					fpga_bl_clk_buffer = 0;
				end
				dbg_buffer = !dbg_buffer;
				cnt_words = cnt_words+1;
				cnt_debounce = cnt_debounce+1;
				if(cnt_words==WPS)begin
					dbg_buffer = 1;
					cnt_words = 0;
					cnt_debounce = 0;
					cnt_bit = 7;
				end else begin
					dbg_buffer = 0;
				end
			end
			ftdi_rd_n_buffer = ftdi_rxf_n;
			if(ftdi_rd_n_buffer == 0) begin
			end
		end else begin
			ftdi_rd_n_buffer = 'bz;
			fpga_bl_clk_buffer = 'bz;
			fpga_bl_data_buffer = 'bz;
		end
	end
endmodule
```
==> qor.txt <==
status - finished, final reports clean
DP HPWL - 1500 µm
Post-Place Cells - 216
Buffers on Ports - 19
synthesis area per yosys - 1190 µm²
HP Class - flip-flop to flip-flop
gr ovfl total - 0
hold depth - 1
Hold Crit Endpoint - fpga_bl_clk_buffer$_SDFFCE_PP0P_
Synth warnings - 5
fin cells - 220
Reg2Reg Setup Slack - 1240 ps
number of global-route vias before repair - 724
CTS tree - built
root buf cell - clkbuf_8
Rel. slew slack - 48.7%
Hold Crit Start - cnt_debounce[4]$_SDFFCE_PN0P_
CP max FO - 12
Worst Slack Setup Final - 1240 ps
VDD IR-drop max - 0.227 mV
RePlAce Congestion - 0.788
count of tool warnings - 34
Psw - 0.0947 mW
CTS H-Tree Depth - 1
first-pass GRT wire length - 3290 µm
worst r2r path cells - 4
clk buf depth - 2
flip-flops with a built-in enable - 21
CP Data Required Time - 3670 ps
Total Power - 0.552 mW
die height - 108 µm
final hold vios - 0
fraction of layout cells with a size suffix above 1 - 9.32%
Setup violations, final - 0
final tally of max-slew violations - 0
Via Count - 763
mean number of vias per cell - 3.47
Top Ports - 27
r2r startpoint - cnt_words[3]$_SDFFCE_PN0P_
# DRC - 0
Hold-fix buffers, CTS - 0
post-route antenna net violation count - 0
cell with the most instances after synthesis - edfxtp_1
type of the worst setup path - flip-flop to flip-flop
max-capacitance violation count - 0
CTS buffer count - 3
Setup Skew - 4.87 ps
yosys cell count - 96
Worst EP arrival - 2430 ps
initial antenna violation count - 0
sequential share of the synthesized area - 56.4%
Syn Std Cell Area - 1190 µm²
pre-CTS WS - 1210 ps
largest net degree at the start of global routing - 18
crit path launch type - flip-flop
Leak - 0.544 nW
Total GRT Usage - 3.42%
Area leader share - 53.0%
final hold slack - 596 ps
setup TNS - 0 ps
Synth Flop Type - edfxtp_1
postcts setup bufs - 0
CP Capture Type - flip-flop
diode count - 0
clock power share - 40.4%
Detailed Routing Iterations Pass 1 - 3
DR iter-0 viols - 76
die width - 108 µm
chip area - 11700 µm²
Total Wirelength - 2050 µm
internal power - 0.457 mW
Netlist cell types - 29
top cells by area - edfxtp_1, ha_1, xor2_1, mux4_2, xnor2_1
syn avg cell area - 12.4 µm²
Sequential Power Share - 53.5%
Yosys reg bits - 23
r2r endpoint - cnt_bit[2]$_SDFFCE_PN1P_
Syn-to-layout area delta - 32.1%
Post-Synthesis Cells - 96
worst-margin pin slew - 770 ps
RSZ-0062 raised after global routing - false
Worst-path clk slew - 80 ps
row cnt - 32
initial core utilization - 15.6%
combinational power share - 6.1%
core area - 7650 µm²
cell type with the largest total area - edfxtp_1
most frequent cells after synthesis - edfxtp_1, nor2_1, nand2_1, xor2_1
cts repair resizes - 0
Power Dens Cells - 351 nW/µm²
Sw Share - 17.2%
FFs w/ async S/R, synth - 0%
WL/cell - 9.30 µm
-- kinds of logic (layout without fill, tap and decap cells) --
family,count (synthesis),after routing,synth area share (%)
simple gates,42,42,19.0
flops,23,23,56.4
xor+xnor,12,12,8.83
buf+inv,7,29,2.84
fa+ha+maj,5,5,5.26
compound gates,4,4,2.94
mux,3,3,4.73
-- how the worst max path moves through the flow --
stage | from | to | slack, ps
CTS | cnt_words[3]$_SDFFCE_PN0P_ | cnt_bit[1]$_SDFFCE_PN1P_ | 1190
global route | cnt_words[3]$_SDFFCE_PN0P_ | cnt_bit[2]$_SDFFCE_PN1P_ | 1020
finish | cnt_words[3]$_SDFFCE_PN0P_ | cnt_bit[2]$_SDFFCE_PN1P_ | 1240
-- area by class of cell --
type	instances	area, µm²
Clock inverter	1	30.0
Inverter	5	18.8
Clock buffer	3	41.3
Tap cell	102	128
Sequential cell	23	671
Multi-Input combinational cell	66	485
Fill cell	800	6080
Timing Repair Buffer	20	198
-- power by group through the flow --
stage / clock network (mW) / registers [mW] / logic [mW]
CTS: 0.230 / 0.296 / 0.0342
global route: 0.239 / 0.297 / 0.0373
finish: 0.223 / 0.295 / 0.0336
-- registers in the layout, indices dropped and copies added (netlist names) --
| register | count |
|---|---|
| cnt_words | 11 |
| cnt_debounce | 5 |
| cnt_bit | 3 |
| fpga_bl_clk_buffer | 1 |
| fpga_bl_data_buffer | 1 |
| fpga_program_b_buffer | 1 |
| ftdi_rd_n_buffer | 1 |
-- cell usage in the layout, fill, tap and decap left out, types with 2 or more instances in the layout --
cell type / synthesis / layout
and2_1: 2 / 2
nand2b_1: 3 / 3
nand2_1: 9 / 9
nand3_1: 3 / 3
dfxtp_1: 2 / 2
mux4_2: 2 / 2
edfxtp_1: 21 / 21
clkbuf_8: 0 / 3
ha_1: 5 / 5
xnor2_1: 5 / 5
nor2_1: 11 / 11
xor2_1: 7 / 7
or4_1: 2 / 2
inv_1: 5 / 5
clkdlybuf4s50_1: 0 / 19
and2b_1: 2 / 2
nor2b_1: 2 / 2
-- critical path, cell delays in order (launching register included) --
cell and delay (ps):
edfxtp_1 470, nand4_2 190, or4_1 550, a221oi_2 700, o21a_1 270
-- metrics by stage --
stage	cell area [µm²]	utilization, %
floorplan	1190	-
CTS	1570	20.5
global placement	1500	19.6
finish	1570	20.5
detailed placement	1500	19.6
global route	1570	20.5
-- routing by layer --
metal | GRT usage, % | vias up | routed length, µm | part of all wire (%)
met5 | 0 | - | 0 | 0
met4 | 0.191 | 0 | 0 | 0
met3 | 1.51 | 0 | 167 | 8.2
met2 | 5.09 | 13 | 911 | 45
met1 | 4.78 | 369 | 967 | 47
li1 | - | 381 | - | -
Power and IR drop assume default switching activity.
